$ cat flow/run.sh
#!/bin/bash
# OpenROAD 26Q1-2900-gdf79404cd8, Yosys 0.63+post, stock flow scripts
make -C /OpenROAD-flow-scripts/flow DESIGN_CONFIG=/design/flow/config.mk WORK_HOME=/design/flow/orfs finish
$ cat flow/config.mk
export PLATFORM = sky130hd
export DESIGN_NAME = historyFSM
export DESIGN_NICKNAME = historyFSM
export VERILOG_FILES = /design/flow/design.v
export SDC_FILE = /design/flow/constraint.sdc
export NUM_CORES = 4
export LEC_CHECK = 1
export CORE_AREA = 10 10 70 70
export DIE_AREA = 0 0 80 80
$ cat flow/constraint.sdc
current_design historyFSM

set clk_period 1.7
set clk_io_pct 0.2

create_clock -name clk0 -period $clk_period [get_ports {clk}]

set non_clock_inputs [all_inputs -no_clocks]
set_input_delay [expr $clk_period * $clk_io_pct] -clock clk0 $non_clock_inputs
set_output_delay [expr $clk_period * $clk_io_pct] -clock clk0 [all_outputs]
$ cat flow/design.v
`timescale 1ns/1ps
module historyFSM(input logic clk,
                  input logic reset,
                  input logic a,
                  output logic x, y);
                  typedef enum logic [2:0]
                    {S0, S1, S2, S3, S4} statetype;
                  statetype state, nextstate;
                  always_ff @(posedge clk)
                    if (reset) state <= S0;
                    else       state <= nextstate;
                  always_comb
                    case (state)
                        S0: if (a) nextstate = S3;
                            else   nextstate = S1;
                        S1: if (a) nextstate = S3;
                            else   nextstate = S2;
                        S2: if (a) nextstate = S3;
                            else   nextstate = S2;
                        S3: if (a) nextstate = S4;
                            else   nextstate = S1;
                        S4: if (a) nextstate = S4;
                            else   nextstate = S1;
                        default:   nextstate = S0;
                    endcase
    assign x = ((state == S1 | state == S2) & ~a) |
               ((state == S3 | state == S4) & a);
    assign y = (state == S2 & ~a) | (state == S4 & a);
endmodule
==> notes.md <==
Physical design

The share of cells above drive strength 1 stands at 0.3846. The total number of yosys warnings stands at 1. Setup repair after global routing left no endpoint under its margin.

The most critical min-delay path falls under reg -> reg. The routed via count divided by cell count stands at between 2 and 2.5. The total power consumption of the routed design stands at 285.8 uW. The number of standard cells after synthesis stands at 17. The launch point of the critical path was reported as state[1]$_DFF_P_.

The peak supply drop stands at roughly 0.19 mV. From synthesis to final layout, the design area changed by 77.31%. In the post-synthesis netlist, the cell with the most instances is sky130_fd_sc_hd__dfxtp_1.

The worst pin sits at a relative slew slack of 0.8685. Per the gpl log, the routability congestion estimate is between 0.6 and 0.7. More flip-flops sit in one register than any other, and that register is state. The total placed instance area stands at roughly 280 um^2. STA puts the critical path data arrival time at 1270 ps. The logs give a warning total of 25. The main area contributors are sky130_fd_sc_hd__dfxtp_1 (57%), sky130_fd_sc_hd__nor3_1 (8.5%), sky130_fd_sc_hd__o21a_1 (8.5%). Yosys reports that the most numerous cell types are sky130_fd_sc_hd__dfxtp_1 (5), sky130_fd_sc_hd__nor2_1 (3), sky130_fd_sc_hd__nor3_1 (3). The power density relative to cell area stands at between 900 and 1000 nW/um^2. After global routing the overflow that remains totals 0. The number of placed I/O pins stands at 5. The count of buffers inserted at the top-level ports stands at 4. The area of the die stands at roughly 6400 um^2.

The top-area cell type share of the netlist area stands at 0.5674. The flop and latch count out of synthesis stands at 5. The cell depth of the worst min-delay path stands at 1. The final number of max-transition violations stands at 0. Post-synthesis, Yosys gives the total cell area as 176.4 um^2. The worst setup path is launched from a register. The startpoint identified for the worst hold timing path is state[2]$_DFF_P_.

The run finished with clean final reports. The final route contains around 160 vias. The average cell area after synthesis stands at slightly above 10 um^2. The pin closest to its max-slew limit shows a slew of ~200 ps. The critical path's slowest stage uses the library cell sky130_fd_sc_hd__clkdlybuf4s50_1. After layout, the minimum clock period comes to between 1500 and 2000 ps. Per the CTS log, the maximum H-tree level is 1.

The number of nets still failing antenna checks after routing stands at 0. TritonCTS built the clock tree. In the final layout, the multi-input gates occupy a little under 80 um^2.

The number of hold buffers added after CTS stands at 0. In this run the worst path has a maximum fanout of 3. The most used flip-flop cell after synthesis is sky130_fd_sc_hd__dfxtp_1. The finished cells cover around 310 um^2.

The mapped netlist covers 176.4 um^2. The gate-level netlist out of Yosys references 8 unique cell types. The achievable clock frequency stands at 619.3 MHz. The most critical hold endpoint after final layout shows a slack of ~460 ps. Clock tree synthesis found a total of 5 sinks.

The clock tree buffer depth stands at 2. The critical path goes through nor2_2, a21oi_1, clkdlybuf4s50_1. The clock transition at the registers of the reported paths stands at 40 ps.

The vertical die dimension stands at 80 um. Once iteration 0 of detailed routing completed, the report listed 3 DRC markers. The routed design has 473 um of wire. The first global-routing pass estimated ~790 um of wire. The final setup skew stands at about 3.4 ps. The flip-flop count of the largest register after layout stands at 5. The combined global-route utilization of all metal layers stands at 0.01762. The tree is rooted in a sky130_fd_sc_hd__clkbuf_4. The endpoint identified for the worst register-to-register timing path is state[3]$_DFF_P_. The number of antenna violations at the first check in global routing stands at 0. The worst path required time stands at 1360 ps. The final clock period utilization by the worst path stands at 0.9499. The via count of the first global-routing pass stands at 168. STA classifies the critical path endpoint as a primary output. The post-synthesis sequential area ratio stands at 0.5674. The proportion of synthesized flip-flops having asynchronous set or reset stands at 0.

Once the clock tree was built, the setup fixing pass inserted 0 buffers. The synthesized netlist was found by Yosys to have 17 cells. The longest incremental delay of any stage on the critical path is reported as 480 ps. The number of flops mapped to enable cells by yosys stands at 0. In this run the critical register-to-register path is launched from state[4]$_DFF_P_. According to the floorplan report, the die width is roughly 80 um.

The flip-flop and latch area stands at ~110 um^2. The mean routed wirelength per cell stands at approximately 6.5 um. Max-cap violations in this run came to 0. The detailed-router iteration count before antenna repair stands at 3. The worst setup path is of the reg -> out kind. Following the worst setup path forward leads to its endpoint at x. The layout filler cell count stands at approximately 400. In this run the register-to-register setup slack is approximately 870 ps. The pin count of the biggest net entering global routing stands at 7. The HPWL after detailed placement stands at 334.4 um. The final routed DRC violation total stands at 0. The final tally of setup violations stands at 0. For reference, the final report shows the hold violation count at 0. The biggest area contributor in the post-synthesis netlist is sky130_fd_sc_hd__dfxtp_1.

The floorplan step records an initial core utilization of 0.05165. The latest clock arrival within the worst-skew pair stands at about 240 ps. Per the TritonCTS log, the buffer count is 3. The number of rows created at floorplan stands at 21. In the final layout, the registers with the most flip-flops are state: 5 flops. The core region is around 3400 um^2. STA shows the worst reg2reg path with a cell count of 3. The leakage power stands at 0.1027 nW.
==> cell type report <==
class,instances,share of cell area
tap,46,0.1840
sequential,5,0.3360
clock buffer,4,0.08400
timing repair buffer,5,0.1360
multi-input combinational,12,0.2520
antenna,1,0.008000
==> cell families after synthesis <==
| kind of cell | count (synthesis) | share of synthesized area |
|---|---|---|
| AND-OR/OR-AND | 3 | 0.1134 |
| flip-flops | 5 | 0.5674 |
| multiplexers | 1 | 0.06383 |
| AND/OR/NAND/NOR | 8 | 0.2553 |
==> stage by stage <==
step	setup slack [ps]	util	cells	setup TNS [ps]
floorplan	738.1	-	17	0
global placement	-251.4	0.08242	68	-414.0
detailed placement	-265.1	0.08242	68	-483.7
CTS	19.90	0.09048	72	0
global route	2.809	0.09084	72	0
finish	85.18	0.09158	73	0
==> per-layer routing <==
layer  track usage  vias up  wire [um]
met5             0        -          0
met4      0.003521        0          0
met3       0.03182        0        147
met2       0.01926        9        154
met1       0.01468       68        171
li1              -       80          -
==> cells in the final DEF (no fill, tap or decap), types with 2 or more instances in the layout <==
| master | n |
|---|---|
| sky130_fd_sc_hd__clkbuf_4 | 3 |
| sky130_fd_sc_hd__dfxtp_1 | 3 |
| sky130_fd_sc_hd__nor2_1 | 2 |
| sky130_fd_sc_hd__clkdlybuf4s50_1 | 3 |
| sky130_fd_sc_hd__nor3_1 | 3 |
| sky130_fd_sc_hd__o21a_1 | 2 |
==> timing repair <==
action                                  4_1_cts  5_1_grt
cloned                                        0        0
pin swaps                                     0        0
endpoints found under the setup margin        2        2
resized                                       3        4
==> power breakdown <==
part	leakage, nW	internal (mW)	total [mW]	switching, mW
combinational	0.0454	0.0152	0.0252	0.00996
clock	0.0150	0.0885	0.134	0.0455
sequential	0.0423	0.122	0.127	0.00456
==> critical path, delay by kind of cell, from the launching register on <==
kind,cells,cell delay (ps)
compound gates,1,160
buf+inv,1,480
flops,1,330
simple gates,1,60
==> how the worst min path moves through the flow <==
stage | end | slack, ps
4_1_cts | state[1]$_DFF_P_ | 470
5_1_grt | state[1]$_DFF_P_ | 480
6_report | state[1]$_DFF_P_ | 460
Power and IR drop assume default switching activity.

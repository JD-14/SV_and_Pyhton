**design/flow/run.sh**
```bash
#!/bin/bash
# OpenROAD 26Q1-2900-gdf79404cd8, Yosys 0.63+post, stock flow scripts
make -C /OpenROAD-flow-scripts/flow DESIGN_CONFIG=/design/flow/config.mk WORK_HOME=/design/flow/orfs finish
```
**design/flow/config.mk**
```make
export PLATFORM = sky130hd
export DESIGN_NAME = gates
export DESIGN_NICKNAME = gates
export VERILOG_FILES = /design/flow/design.v
export SDC_FILE = /design/flow/constraint.sdc
export NUM_CORES = 4
export LEC_CHECK = 1
export CORE_AREA = 10 10 70 70
export DIE_AREA = 0 0 80 80
```
**design/flow/constraint.sdc**
```tcl
current_design gates

set clk_period 1.0
set clk_io_pct 0.2

create_clock -name clk0 -period $clk_period

set non_clock_inputs [all_inputs -no_clocks]
set_input_delay [expr $clk_period * $clk_io_pct] -clock clk0 $non_clock_inputs
set_output_delay [expr $clk_period * $clk_io_pct] -clock clk0 [all_outputs]
```
**design/flow/design.v**
```verilog
`timescale 1ns/1ps
module gates
       #(parameter w = 2)
       (input logic [w-1:0] a, b,
       output logic [w-1:0] y1, y2, y3, y4, y5);
       assign y1 = a & b;   
       assign y2 = a | b;   
       assign y3 = a ^ b;   
       assign y4 = ~(a & b);   
       assign y5 = ~(a | b);   
endmodule
```
==> Slide: Implementation Results <==
Synthesis and Place & Route Summary

STA
  – Final worst-path cycle share: 98.4%
  – Final Setup Violations: 0
  – Min Tclk post-route: 0.984 ns
  – Worst-margin pin slew: 0.0605 ns
  – Fmax: 1.02 GHz
  – Final Hold Fails: 0
  – Slew Viols, Final: 0
  – Final Hold Slack: 0.750 ns
  – Slew headroom: 96.0%
  – RSZ-0062 raised after global routing: yes

Floorplan
  – Core ar.: 3420 um^2
  – FP Rows: 21
  – Total die area: 6400 um^2
  – Die X-Extent: 80 um
  – Top-Level Pins: 14
  – FP Util: 3.81%
  – Die height: 80 um

Route
  – Drt via density: 1.98
  – WL final: 471 um
  – Final ANT Viol Nets: 0
  – Initial drt markers: 0
  – DR DRC count: 0
  – Routed len/inst: 5.74 um
  – Diodes inserted: 0
  – Via count: 162
  – Pre-antenna DRT Iters: 1

Critical path
  – CP Data Required Time: 0.80 ns
  – Data arrival, critical path: 0.78 ns
  – CP Capture Type: primary output
  – Crit-path cells: buf_6 -> inv_4 -> ha_2 -> clkdlybuf4s15_1
  – Crit-path max FO: 2
  – Slowest stage delay, CP: 0.26 ns
  – Critical path's top delay family: buffers and inverters
  – Critical path class: input pin to primary output
  – Buf+Inv Stages, Crit Path: 3
  – Worst setup SP type: input pin
  – Crit-path slowest cell: ha_2

GRT
  – Gr usage total: 1.29%
  – Pin count of the biggest net entering global routing: 3
  – Vias in the first global route: 166
  – Overflow left after global routing: 0
  – Initial antenna violation count: 0
  – First-pass GRT wire length: 696 um

Synth
  – Area share of the largest cell type after synthesis: 76.9%
  – Post-synthesis cell area: 130 um^2
  – Syn Inst Count: 16
  – Top cells by area: ha_1 77%, inv_1 23%
  – Yosys cell count: 16
  – Yosys synthesis chip area: 130 um^2
  – Leading area contributor after synthesis: ha_1
  – Synth Area per Inst: 8.13 um^2
  – Unique cell types: 2
  – Register area share after synthesis: 0%
  – Synthesis Warnings: 0

Placement
  – Half-perimeter wire length after placement: 442 um
  – Inst Count DP: 81
  – Number of port buffers: 14
  – Routability cong.: 0.592

Final layout
  – Post-layout util: 12.3%
  – Layout cells sized above 1: 58.3%
  – Clock buf count: 0
  – Register area: 0 um^2
  – Registers: 0
  – Post-route insts no fill: 82
  – Area growth, synth to finish: 222%

Run
  – Max Cap Viol: 0
  – Tool warning count: 39

Power and ir drop
  – Max VDD drop: 0.0415 mV
  – Pwr Total: 0.000108 W
  – P per Cell Area: 258 nW/um^2
  – Leakage dissipation: 0.192 nW

Status
  – Outcome: complete, no violations

Worst hold path
  – Hold WC Path Type: input pin to primary output

CTS
  – Hold_buf cts: 0
## layer usage
layer  GRT usage (%)  wire length [um]  vias to the layer above
li1                -                 -                       82
met5               0                 0                        -
met3           0.795                69                        0
met1            1.25               161                       74
met4               0                 0                        0
met2            2.41               240                        6
## placed cells by master, fill, tap and decap left out, drive strengths merged
master / instances
dlygate4sd2: 3
ha: 8
clkdlybuf4s15: 4
buf: 12
clkbuf: 1
inv: 8
## cells by family (layout without fill, tap and decap cells)
family | count (synthesis) | in the layout | share of synthesized area (%)
adder cells (fa/ha/maj) | 8 | 8 | 76.9
buffers and inverters | 8 | 28 | 23.1
## what timing repair did
action / CTS / global route
setup buffers: 1 / 0
gates resized: 52 / 5
setup endpoints to repair: 10 / 5
pin swaps: 1 / 0
## where the power goes
| part | leakage, nW | switching (W) | total [W] | internal (W) |
|---|---|---|---|---|
| clock network | 0 | 0 | 0 | 0 |
| logic | 0.192 | 0.0000363 | 0.000108 | 0.0000718 |
| registers | 0 | 0 | 0 | 0 |
| total | 0.192 | 0.0000363 | 0.000108 | 0.0000718 |
## tightest hold or removal path: cells and delay by family
kind                     cells  cell delay, ns
buffers and inverters        3            0.24
adder cells (fa/ha/maj)      1            0.11
## final cells by class
type / count / area, um^2
fill: 403 / 3000
timing repair buffer: 20 / 186
multi-input combinational: 8 / 140
tap: 46 / 57.6
inverter: 8 / 35.0
## cell usage after synthesis, drive strengths merged
master / n
ha: 8
inv: 8
## final timing paths
path,start,endpoint,slack (ns),cells past startpoint
hold / removal,a[0],y5[0],0.75,4
setup / recovery,a[0],y3[0],0.02,4
## metrics by stage
step           cell area [um^2]  TNS, ns  worst slack, ns
5_1_grt                     419  -0.0113         -0.00865
3_5_place_dp                365    -6.43           -0.692
4_1_cts                     399        0          0.00427
3_3_place_gp                365    -6.43           -0.698
6_report                    419        0           0.0156
2_1_floorplan               130        0            0.321
Power and IR drop assume default switching activity.
